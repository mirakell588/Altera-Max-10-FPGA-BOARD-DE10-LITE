--- flow/config.mk ---
export PLATFORM = sky130hd
export DESIGN_NAME = down_counter_top
export DESIGN_NICKNAME = down_counter_top
export VERILOG_FILES = /design/flow/design.v
export SDC_FILE = /design/flow/constraint.sdc
export NUM_CORES = 4
export LEC_CHECK = 1
export CORE_UTILIZATION = 30
--- flow/constraint.sdc ---
current_design down_counter_top

set clk_period 3.8
set clk_io_pct 0.2

create_clock -name clk0 -period $clk_period [get_ports {clk}]

set non_clock_inputs [all_inputs -no_clocks]
set_input_delay [expr $clk_period * $clk_io_pct] -clock clk0 $non_clock_inputs
set_output_delay [expr $clk_period * $clk_io_pct] -clock clk0 [all_outputs]
--- flow/design.v ---
module bcd_to_seg7(bcd_in, seg7);
input[3:0] bcd_in;
output[6:0] seg7;
reg[6:0] seg7;
always@ (bcd_in)
begin
	case(bcd_in)  
		4'b0000: seg7 = 7'b1000000;	 
		4'b0001: seg7 = 7'b1111001;	 
		4'b0010: seg7 = 7'b0100100;	 
		4'b0011: seg7 = 7'b0110000;	 
		4'b0100: seg7 = 7'b0011001;	 
		4'b0101: seg7 = 7'b0010010;	 
		4'b0110: seg7 = 7'b0000010;	 
		4'b0111: seg7 = 7'b1111000;	 
		4'b1000: seg7 = 7'b0000000;	 
		4'b1001: seg7 = 7'b0010000;	 
		default: seg7 = 7'b1111111;	 
	endcase
end
endmodule
module count_0_9(clk, reset, enable, count_out, borrow, counted_borrow_flag);
	input clk, reset, enable;
	output reg[3:0] count_out;
	output borrow, counted_borrow_flag;
	assign borrow = (count_out== 4'b0000) ? 1 : 0;
	assign counted_borrow_flag = (reset)? 1:0;
	always@ (posedge clk or posedge reset)
	begin
		if(reset)
			begin
				count_out= 4'b1001;
			end
		else if(enable == 1)
		begin
			if(count_out== 4'b0000)
				count_out<=4'b1001;
			else
				count_out<=count_out -1;
		end
end
endmodule
module freq_div (
    input clk_in, 
    input reset, 
    output clk_out
);
    parameter exp = 20;   
    reg [exp-1:0] divider;
    assign clk_out = divider[exp-1];
    always @ (posedge clk_in or posedge reset) begin
        if (reset)
            divider <= 0;
        else
            divider <= divider + 1;
    end
endmodule
module counter_borrow(borrow, counted_borrow_flag, counted_borrow);
	input borrow;
	input counted_borrow_flag;
	output reg[3:0] counted_borrow;
    initial begin
        counted_borrow = 4'b1001;
    end
    always @ (posedge borrow or posedge counted_borrow_flag) 
	 begin
		if(counted_borrow_flag)
			begin
				counted_borrow = 4'b1001;
			end
		else
			begin
				if (counted_borrow == 4'b0000) 
            counted_borrow <= 4'b1001; 
				else
            counted_borrow <= counted_borrow - 1;
			end
	end
endmodule
module down_counter_top(clk, reset, enable, seg7_out, seg7_tens_out , dpt_out, borrow, led_com);
	input clk, reset, enable;	
	output[6:0] seg7_out;
	output[6:0] seg7_tens_out;
	output dpt_out, borrow, led_com;
	wire clk_work;
	wire counted_borrow_flag;
	wire[3:0] count_out, counted_borrow;
	freq_div# (22) M1 (clk, reset,clk_work);
	count_0_9 M2 (clk_work, reset, enable, count_out, borrow, counted_borrow_flag) ;
	counter_borrow M3( borrow, counted_borrow_flag, counted_borrow);
	bcd_to_seg7 M4 (count_out,seg7_out);
	bcd_to_seg7 M5	(counted_borrow,seg7_tens_out);
	assign dpt_out = 1'b0;
	assign led_com = 1'b0;
endmodule
--- flow/run.sh ---
#!/bin/bash
# OpenROAD 26Q1-2900-gdf79404cd8, Yosys 0.63+post, stock flow scripts
make -C /OpenROAD-flow-scripts/flow DESIGN_CONFIG=/design/flow/config.mk WORK_HOME=/design/flow/orfs finish
==> impl_metrics.tcl <==
# collected from the flow reports
set metrics [dict create \
    grt-busiest-layer "met1" \
    untimed_endpoints 23 \
    synth-compound-area-share 0.103 \
    die_y_um 76.8 \
    fp_util 0.320 \
    ys_chip_area_sq_um 1680 \
    grt.met3_usage 0.0242 \
    crit_path_max_fanout 5 \
    via_count 1195 \
    cts-htree-levels 1 \
    insertedDiodeCount 0 \
    worstSetupPathType "flip-flop to flip-flop" \
    cts-root-buf "clkbuf_8" \
    use_met2 0.154 \
    grt_max_degree 31 \
    dieArea_sq_um 5890 \
    cap_violations 0 \
    drive_gt1_frac 0.0829 \
    fin_crit_sh 0.433 \
    critPathMaxStageDelay_ns 0.42 \
    first_pass_iters 4 \
    power_density_nw_per_um2 205 \
    drc 0 \
    grt_first_pass_wirelength_um 5140 \
    ctsResizeCount 0 \
    ys_seq_frac 0.451 \
    finalSetupViolCount 0 \
    syn_area_per_cell_sq_um 9.53 \
    fin_cells 263 \
    cp_data_arrival_time_ns 1.79 \
    grtUsageTotal 0.107 \
    hold_path.class "flip-flop to flip-flop" \
    placed_cells 259 \
    syn_inst 176 \
    yosys_cells 176 \
    grt_util_met1 0.175 \
    ys.flops 30 \
    grt_pass1_vias 1156 \
    area_delta_synth_final_pct 17.5 \
    comb_area_sq_um 846 \
    numCtsBuffers 3 \
    slowest_stage "nor4_1" \
    clk_latency_ns 0.25 \
    crit_path_start_kind "flip-flop" \
    post_cts_buffers 0 \
    core_area_sq_um 5240 \
    hold_viol 0 \
    peakVddDrop_mv 0.291 \
    portBuffers 17 \
    drt-wirelength-per-cell_um 10.1 \
    top_logic_kind "simple AND/OR/NAND/NOR gates" \
    n_fill_cell 531 \
    die_w_um 76.8 \
    path_common_cell "nand4_1" \
    gr-total-overflow 0 \
    seqCellArea_sq_um 756 \
    max-clock-path-buffers 2 \
    worst_setup_path_end_kind "flip-flop" \
    warnings 33 \
    routed_via_density 4.54 \
    drv_slew 0 \
    timing.fmax_mhz 608 \
    drt_iter0_drc 31 \
    ys_sh_mux 0.00597 \
    cts_tree "done" \
    yosysWarningCount 4 \
    final.setup.tns_ns 0 \
    unclocked_pins 8 \
    synthXorXnorAreaFrac 0.115 \
    required_ns 3.95 \
    totalWireLength_um 2650 \
    status "complete, no violations" \
    synth_area_sq_um 1680 \
    power_leakage_nw 0.891 \
    ys_sh_simple 0.179 \
    place.gp.congestion 0.789 \
    fin_crit_ns 1.64 \
    ioPinCount 20 \
    hpwl_um 1980 \
    floorplan.rows 26 \
    ctsHoldBuffers 0 \
    clk_pin_slew_ns 0.07 \
    antenna_found_initial 0 \
    rsz0062_at_grt "false" \
    drtAntennaViolNets 0 \
    yosysUniqueCellTypes 31 \
    finClkSkew_ns 0.00473 \
    path_cells "ha_1 > nand4_1 > nor4_1 > nand4_1 > xnor2_1" \
    ys_sh_adder 0.0970 \
]
worst paths after layout:
path / end / cells after the start / slack [ns] / start
hold / removal: M1.divider[13] / 1 / 0.47 / M1.divider[13]
setup reg to reg: M1.divider[18] / 5 / 2.16 / M1.divider[0]
min in group asynchronous: M1.divider[2] / 3 / 0.87 / reset
setup / recovery: M1.divider[18] / 5 / 2.16 / M1.divider[0]
max in group asynchronous: M1.divider[9] / 3 / 2.66 / reset
hold reg to reg: M1.divider[13] / 1 / 0.47 / M1.divider[13]
stage by stage:
step                instance area (sq um)  hold WS, ns  total power (W)  setup slack [ns]  utilization
floorplan                            1680        0.438         0.000246              2.35            -
detailed placement                   1920        0.460         0.000250              2.13        0.366
global route                         1970        0.479         0.000425              1.86        0.376
finish                               1970        0.466         0.000405              2.16        0.376
CTS                                  1970        0.471         0.000411              2.14        0.376
global placement                     1920        0.454         0.000250              2.18        0.366
layout by cell type (no fill, tap or decap), types with 4 or more instances in the layout:
| cell | Yosys | final |
|---|---|---|
| a21oi_1 | 12 | 12 |
| a31oi_1 | 5 | 5 |
| clkbuf_8 | 0 | 4 |
| clkdlybuf4s50_1 | 0 | 17 |
| dfrtp_1 | 26 | 26 |
| dfstp_2 | 4 | 4 |
| ha_1 | 13 | 13 |
| inv_1 | 13 | 13 |
| nand2_1 | 16 | 16 |
| nand3_1 | 7 | 7 |
| nand4_1 | 5 | 5 |
| nor2_1 | 18 | 18 |
| o21ai_0 | 7 | 7 |
| xnor2_1 | 13 | 13 |
| xor2_1 | 9 | 9 |
state kept, by name, summed over array words and instances, names as in the netlist:
register,flops
M2.count_out,4
M3.counted_borrow,4
M1.divider,22
synth_stat cells:
master    instances  area, sq um
nand2_1          16         60.1
inv_1            13         48.8
nor3_1            2         10.0
nand3_2           2         20.0
nor3_2            1         10.0
mux2i_1           1         10.0
xnor2_1          13          114
buf_4             2         15.0
nand4_1           5         31.3
o21bai_1          2         15.0
and4_1            1         8.76
o211ai_1          1         7.51
nor4_1            2         12.5
o21ai_0           7         35.0
or4_4             1         11.3
a31oi_1           5         31.3
clkbuf_1          4         15.0
o21a_1            2         15.0
nand3_1           7         35.0
nand3b_1          1         7.51
dfstp_2           4          105
and3_2            1         7.51
and3_1            1         6.26
a21oi_1          12         60.1
or2_2             2         12.5
ha_1             13          163
a41oi_1           1         8.76
xor2_1            9         78.8
nor2_1           18         67.6
dfrtp_1          26          651
conb_1            1         3.75
cells by family after synthesis:
family / Yosys count
simple gates: 60
compound gates: 30
flops: 30
xor+xnor: 22
buf+inv: 19
fa+ha+maj: 13
other cells: 1
mux: 1
layer usage:
metal / wire (um) / vias to the layer above / share of wire
met4: 19 / 0 / 0.0072
met3: 88 / 2 / 0.033
met5: 0 / - / 0
met2: 1120 / 19 / 0.42
met1: 1420 / 548 / 0.54
li1: - / 626 / -
report_power, final:
group,switching (W),internal (W)
clock network,0.0000677,0.0000921
registers,0,0.000234
logic,0.00000745,0.00000321
total,0.0000751,0.000330
critical path, delay by kind of cell, from the launching register on:
family | cells | cell delay (ns)
and+or+nand+nor | 3 | 0.79
DFF | 1 | 0.39
adders and majority gates | 1 | 0.22
xor gates and xnor gates | 1 | 0.14
layout make-up:
class	count	share of cell area
repair buffers	18	0.0902
multi-input cells	128	0.429
well taps	70	0.0444
inverters	13	0.0248
flip-flops and latches	30	0.383
clock buffers	4	0.0279
Power is estimated from default activity; no workload was simulated.
